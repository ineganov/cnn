--- flow/design.v ---
module miniram #( parameter D = 4,    
                  parameter W = 8 )
               (  input          clk,
                  input          re,
                  input          we,
                  input  [D-1:0] addr,
                  input  [W-1:0] wdata,
                  output [W-1:0] rdata );
logic [W-1:0] data_arr[0:2**D-1]; 
logic [W-1:0] rdata_q;
always_ff@(posedge clk)
   if(we) data_arr[addr] <= wdata;
always_ff@(posedge clk)
   if(re) rdata_q <= data_arr[addr];
assign rdata = rdata_q;
endmodule
--- flow/run.sh ---
#!/bin/bash
# OpenROAD 26Q1-2900-gdf79404cd8, Yosys 0.63+post, stock flow scripts
make -C /OpenROAD-flow-scripts/flow DESIGN_CONFIG=/design/flow/config.mk WORK_HOME=/design/flow/orfs finish
--- flow/config.mk ---
export PLATFORM = sky130hd
export DESIGN_NAME = miniram
export DESIGN_NICKNAME = miniram
export VERILOG_FILES = /design/flow/design.v
export SDC_FILE = /design/flow/constraint.sdc
export NUM_CORES = 4
export LEC_CHECK = 1
export CORE_UTILIZATION = 50
--- flow/constraint.sdc ---
current_design miniram

set clk_period 2.3
set clk_io_pct 0.2

create_clock -name clk0 -period $clk_period [get_ports {clk}]

set non_clock_inputs [all_inputs -no_clocks]
set_input_delay [expr $clk_period * $clk_io_pct] -clock clk0 $non_clock_inputs
set_output_delay [expr $clk_period * $clk_io_pct] -clock clk0 [all_outputs]
==> reports/results.txt <==
Outcome -> finished, final reports clean
DRT Pass-1 Iters -> 4
RSZ-0062 raised after global routing -> false
Number of synthesized register bits -> 136
Hold depth -> 4
Slew HR -> 56.1%
Crit path arrival time -> 1.33 ns
Crit path depth -> 1
Placed instance area -> 5720 sq um
Worst ir drop on vdd -> 0.373 mV
CP Launch Type -> register
Post-route DRC -> 0
Area of the mapped netlist -> 5150 sq um
LEAKAGE -> 2.08 nW
Reg2reg path depth -> 3
Drt initial violations -> 87
Input/output buffers -> 22
Sequential share of power -> 48.2%
Clk_skew -> 0.00894 ns
Number of diodes -> 0
Hold Path Class -> in2reg
Fin Setup TNS -> 0 ns
Final number of setup-violating endpoints -> 0
Reg clk slew, reported paths -> 0.06 ns
Fin crit period -> 1.79 ns
# Cells Yosys -> 230
Layout filler cell count -> 650
Wire length on met3 -> 809 um
Fmax -> 559 MHz
Worst Path Max Fanout -> 1
Power density over the cells -> 921 nW/um^2
Hold Fails Final Rpt -> 0
Most common logic cell in the routed design -> edfxtp_1
Clk ins delay skew pair -> 0.51 ns
CTS hold repair buffers -> 0
Fin area -> 6320 sq um
Comb power frac -> 4.8%
Vias -> 2462
H-tree depth -> 4
Pre-CTS WS -> 0.129 ns
Worst slew pin tran -> 0.657 ns
Max cap viols -> 0
Area reported by Yosys stat -> 5150 sq um
Clk sinks -> 136
Worst path bufs/invs -> 1
Met2 Wirelength -> 4740 um
Register area share after synthesis -> 79.3%
Final worst slack -> 0.512 ns
Critical path class -> reg2out
CTS resizes -> 0
Antenna viol nets, final -> 0
Overflow after GRT -> 0
YS warnings -> 1
Critical path cell sequence -> clkdlybuf4s50_1
CTS Buffer Depth -> 2
DIE WIDTH -> 103 um
Top Metal Used -> met4
CTS tree -> done
DR WL/cell -> 22.2 um
Number of antenna violations at the first check in global routing -> 0
Worst setup EP type -> primary output
Max Slew Vio Count -> 0
Post-CTS Setup Bufs -> 0
Clock power frac -> 46.9%
Layout cells sized above 1 -> 31.1%
Largest net degree at the start of global routing -> 40
WP data required -> 1.84 ns
Power Internal -> 0.00468 W
Delay-heaviest family, CP -> buffers and inverters
Cell row count -> 36
HPWL after detailed placement -> 6020 um
Global-route wire length before repair -> 14800 um
Critical path's largest stage delay -> 0.47 ns
R2R setup slack -> 0.83 ns
Gate count after technology mapping -> 230
Distinct lib cells used -> 17
Crit path max-delay cell type -> clkdlybuf4s50_1
All-layer global routing usage -> 22.3%
Most frequent cells in the layout -> 136 x edfxtp_1, 32 x mux4_2, 29 x buf_4
Root Driver -> clkbuf_8
Area growth, synth to finish -> 22.7%
Period utilization -> 77.8%
Switching power -> 0.00114 W
Sw Ratio -> 19.6%
Clock buffer count from CTS -> 17
Syn Area/Cell -> 22.4 sq um
Tool warning count -> 25
Initial Util -> 52.2%
Die ar. -> 10700 sq um
Wl on met1 -> 3940 um
Placeable Area -> 9860 sq um
I/O pin total -> 23
Total Routed Length -> 9660 um
Number of global-route vias before repair -> 2695
Vias/cell -> 5.66
Die Height -> 103 um
GP Congestion -> 0.820
layer usage:
| layer | global-route usage, % | vias up |
|---|---|---|
| li1 | - | 1091 |
| met1 | 35.9 | 1276 |
| met2 | 32.9 | 81 |
| met3 | 10.2 | 14 |
| met4 | 3.79 | 0 |
| met5 | 0 | - |
through the flow:
step | total power [W] | std cells | hold WS (ns) | util, %
after detailed placement | 0.00314 | 405 | 0.748 | 58.0
final | 0.00582 | 435 | 0.726 | 64.0
after global routing | 0.00600 | 435 | 0.737 | 64.0
after CTS | 0.00587 | 435 | 0.702 | 64.0
after floorplan | 0.00299 | 230 | 0.559 | -
after global placement | 0.00314 | 405 | 0.740 | 58.0
path summary, 6_finish.rpt:
check	endpoint	startpoint
worst min-delay path	data_arr[8][0]	addr[1]
worst max-delay path	rdata[6]	rdata_q[6]
worst max register to register	rdata_q[3]	data_arr[3][3]
worst min register to register	rdata_q[6]	data_arr[8][6]
power groups by stage:
stage     Clock [W]  Sequential [W]  Combinational (W)
4_1_cts     0.00277         0.00281           0.000286
6_report    0.00273         0.00281           0.000281
5_1_grt     0.00288         0.00281           0.000304
area by class of cell:
| cell class | count | area, sq um | area share (%) |
|---|---|---|---|
| Multi-Input combinational cell | 83 | 1000 | 15.9 |
| Sequential cell | 136 | 4080 | 64.6 |
| Clock inverter | 12 | 178 | 2.81 |
| Tap cell | 133 | 166 | 2.63 |
| Timing Repair Buffer | 53 | 468 | 7.41 |
| Clock buffer | 18 | 418 | 6.62 |
cells by family (layout without fill, tap and decap cells):
logic type / count (synthesis) / after routing / synth area share [%]
buf+inv: 11 / 83 / 1.17
simple gates: 35 / 35 / 3.16
flops: 136 / 136 / 79.3
mux: 32 / 32 / 14.0
compound gates: 16 / 16 / 2.33
synthesized netlist by cell type:
cell	n	share of area, %
a22oi_1	16	2.3
and2_1	1	0.12
buf_1	4	0.29
buf_2	2	0.19
buf_6	2	0.44
clkbuf_1	2	0.15
clkbuf_2	1	0.097
edfxtp_1	136	79
mux4_2	32	14
nand2_1	9	0.66
nand2b_1	2	0.24
nand3_1	1	0.097
nand3b_1	2	0.29
nor2_1	13	0.95
nor2b_1	2	0.24
nor3_1	4	0.39
or3b_2	1	0.17
flip-flops by register name, summed over array words and instances (netlist names):
| name | cells |
|---|---|
| data_arr | 128 |
| rdata_q | 8 |
Power and IR drop assume default switching activity.
